==> /design/flow/design.v <==
module RAM #(parameter RAM_DEPTH = 512)
(
    input [clogb2(RAM_DEPTH-1)-1:0] address_i,
    input [31:0] data_i,
    input we_i,
    input clk,
    input reset_i,    
    output [31:0] data_o
);
function integer clogb2;
input integer depth;
	for (clogb2=0; depth>0; clogb2=clogb2+1)
		depth = depth >> 1;
endfunction
    reg [31:0] memory [RAM_DEPTH-1:0];
    integer i;
    initial begin
        for(i = 0; i < RAM_DEPTH; i = i + 1) begin
            memory[i] <= 0;
        end
    end
    assign data_o = memory[address_i];
    always @(posedge clk) begin
        if (reset_i) begin
            for (i = 0; i < RAM_DEPTH ; i = i + 1) begin
                memory[i] <= 0;
            end
        end
        else if (we_i)
            memory[address_i] <= data_i;
    end
endmodule
==> /design/flow/run.sh <==
#!/bin/bash
# OpenROAD 26Q1-2900-gdf79404cd8, Yosys 0.63+post, stock flow scripts
make -C /OpenROAD-flow-scripts/flow DESIGN_CONFIG=/design/flow/config.mk WORK_HOME=/design/flow/orfs finish
==> /design/flow/config.mk <==
export PLATFORM = sky130hd
export DESIGN_NAME = RAM
export DESIGN_NICKNAME = RAM
export VERILOG_FILES = /design/flow/design.v
export SDC_FILE = /design/flow/constraint.sdc
export NUM_CORES = 4
export LEC_CHECK = 1
export CORE_UTILIZATION = 50
export SYNTH_MEMORY_MAX_BITS = 65536
==> /design/flow/constraint.sdc <==
current_design RAM

set clk_period 211.0
set clk_io_pct 0.2

create_clock -name clk0 -period $clk_period [get_ports {clk}]

set non_clock_inputs [all_inputs -no_clocks]
set_input_delay [expr $clk_period * $clk_io_pct] -clock clk0 $non_clock_inputs
set_output_delay [expr $clk_period * $clk_io_pct] -clock clk0 [all_outputs]
==> results.json <==
{
  "crit_buf_inv": 15,
  "critPathLaunchType": "input pin",
  "crit_type": "input pin to output port",
  "critPathMaxFanout": 69,
  "initCoreUtil_pct": 50.2,
  "ys_top_cells_by_area": "edfxtp_1, mux4_2, and2_1",
  "grt_pass1_vias": 464000,
  "slowest_delay_ns": 1.04,
  "endpoint_kind": "output port",
  "ys_types": 77,
  "peakVddDrop_uv": 8.48,
  "period_needed_ns": 96.57,
  "port_buffers": 75,
  "grt_max_degree": 181,
  "placed_area_um2": 772000,
  "critPathRequiredTime_ns": 168.80,
  "synth-edff-count": 16400,
  "status": "finished with violations",
  "gp_congestion": 1.04,
  "top_register": "memory",
  "drv_slew": 67,
  "final_common_cell": "edfxtp_1",
  "timing.fmax_mhz": 10.4,
  "drive_gt1_share_pct": 19.8,
  "numPlacedInstances": 65800,
  "drt_iter0_markers": 35600,
  "hp-class": "input pin to flip-flop",
  "cp.arrival_ns": 54.37,
  "path_clk_slew_ns": 0.06,
  "die_h_um": 1220,
  "rows": 447,
  "critPathTopFamily": "buffers and inverters",
  "relSlewSlack_pct": -13.7,
  "ios": 76,
  "cts_tree": "built",
  "numSynthFlops": 16400,
  "period_used_pct": 45.8,
  "antenna_found_initial": 413,
  "power.density_nw_per_um2": 8.90,
  "warnings": 103,
  "top_area_share_pct": 66.1,
  "rsz0062_at_grt": "false",
  "area_growth_syn_to_layout_pct": 11.5,
  "syn_area_um2": 744000,
  "crit_chain": "buf_16, buf_4, buf_4, buf_4, buf_4, buf_4, buf_4, buf_4, buf_4, buf_4, buf_4, buf_4, mux4_2, a22oi_1, nand3_1, a221oi_1, buf_4, nor2_1, a2111oi_4, buf_4, nand4_1, clkdlybuf4s50_1",
  "post_drt_wl_per_cell_um": 41.9,
  "grt_pass1_wl_um": 3950000,
  "ctsResizeCount": 0,
  "ctsHoldBuffers": 0,
  "post-cts-setup-buffer-count": 0,
  "cp_slowest_cell": "clkdlybuf4s50_1",
  "crit_path_frequent_cell": "buf_4",
  "reg_top3": "memory (16384)",
  "drtAntennaViolNets": 0,
  "drt-total-wl_um": 2930000,
  "fill_cells": 110000,
  "cts_buffer_depth": 6,
  "yosys_cells": 49000,
  "dieWidth_um": 1220,
  "dp_hpwl_um": 1850000,
  "instances_no_fill": 70000,
  "viasPerCell": 6.41,
  "dieArea_um2": 1490000,
  "hold_viol_final": 0,
  "startpoint": "address_i[1]",
  "clock_tree.root_cell": "clkbuf_16",
  "largest_reg_flops": 16400,
  "worstMarginPinSlew_ns": 1.71,
  "htreeDepth": 7,
  "core-area_um2": 1480000,
  "grt_usage_pct": 43.6,
  "p_leak_nw": 310,
  "yosysSeqAreaShare_pct": 66.1,
  "yosysWarnings": 1,
  "netlist.top_cell.by_area": "edfxtp_1",
  "async_flop_share_pct": 0,
  "num_vias": 449000,
  "setup_viol": 0,
  "syn-instance-count": 49000,
  "cts_buffers": 1803,
  "hp-start": "data_i[9]",
  "drc_errors": 0,
  "syn_avg_cell_area_um2": 15.2,
  "maxCapViolations": 13,
  "layout.cells.most_common_list": "edfxtp_1, and2_1, and3_1",
  "dr.pass1.iters": 9,
  "grt-ovfl-total": 0,
  "synth_top_flop_cell": "edfxtp_1",
  "cts_sinks": 16400,
  "finalInstanceArea_um2": 829000,
  "violations": "capacitance limit, slew limit",
  "yosys_area_um2": 744000,
  "setup_tns_ns": 0
}
-- Yosys cell counts (all sizes together), types with 32 or more instances --
master       n
nor3       186
or4         43
a211oi      40
clkbuf    4852
o21ai      247
a221oi     366
mux2        72
nand2      370
buf       1115
mux2i     1886
nand4      187
a22o       180
a22oi      942
nor4        64
a2111oi     37
nor2       410
or2        295
a21oi      244
and4        32
a32oi       44
and2      9226
and3      7191
o22ai      484
edfxtp   16400
a21o       234
nand3      165
a41oi       73
mux4      3237
a31oi      133
-- layer usage --
| layer | track usage [%] | vias up | part of all wire [%] |
|---|---|---|---|
| li1 | - | 185000 | - |
| met4 | 28.1 | 426 | 8.6 |
| met2 | 55.4 | 35200 | 42 |
| met1 | 46.7 | 221000 | 28 |
| met5 | 14.4 | - | 0.75 |
| met3 | 38.5 | 7105 | 21 |
-- path summary, 6_finish.rpt --
path | end | slack, ns | depth (start not counted)
worst max-delay path | data_o[27] | 114.43 | 22
worst min-delay path | memory[396][9]$_SDFFCE_PN0P_ | 41.30 | 2
-- power breakdown --
| part | internal [mW] | leakage (nW) | switching (mW) | total [mW] |
|---|---|---|---|---|
| registers | 3.73 | 156 | 0.0404 | 3.78 |
| clock network | 1.72 | 26.8 | 1.29 | 3.00 |
| logic | 0.173 | 128 | 0.428 | 0.601 |
-- area by class of cell --
type                            instances  area, um2  area share (%)
Sequential cell                     16400     492000            59.3
Clock buffer                         2230      47300            5.71
Antenna cell                         1006       2520           0.304
Clock inverter                        956       7390           0.891
Multi-Input combinational cell      26600     231000            27.9
Tap cell                            19800      24700            2.98
Timing Repair Buffer                 3025      24200            2.92
Inverter                               18       82.6         0.00996
-- cell families after synthesis --
family / synth area share (%)
and+or+nand+nor: 15.1
DFF: 66.1
buffers and inverters: 3.30
muxes: 12.4
AOI/OAI and AO/OA: 3.02
-- stage by stage --
| step | power, mW | hold WS, ns | utilization [%] | setup WS (ns) |
|---|---|---|---|---|
| floorplan | 4.12 | 42.81 | - | 124.16 |
| global placement | 4.41 | 42.75 | 52.0 | 110.95 |
| detailed placement | 4.42 | 42.75 | 52.1 | 114.75 |
| CTS | 7.37 | 41.24 | 55.8 | 114.72 |
| global route | 7.53 | 41.30 | 55.9 | 114.38 |
| finish | 7.38 | 41.30 | 56.0 | 114.43 |
Power is estimated from default activity; no workload was simulated.
