### design.v
module ROM(
    input clk,
    input [31:0] address_i,    
    output [31:0] data_o
);
    reg [31:0] memory [12:0];
    assign data_o = memory[address_i];
    always @(posedge clk) begin
        memory[0] <= 32'h00000013;  
        memory[1] <= 32'h00100093;  
        memory[2] <= 32'h00100313;  
        memory[3] <= 32'h0060A023;  
        memory[4] <= 32'h00300313;  
        memory[5] <= 32'h0000A303;  
        memory[6] <= 32'h00130313;  
        memory[7] <= 32'h0060A023;  
        memory[8] <= 32'hFEC34FE3;  
        memory[9] <= 32'h03700413;  
        memory[10] <= 32'h00800433;  
        memory[11] <= 32'h00140413;  
        memory[12] <= 32'h00000013;  
    end
endmodule
### run.sh
#!/bin/bash
# OpenROAD 26Q1-2900-gdf79404cd8, Yosys 0.63+post, stock flow scripts
make -C /OpenROAD-flow-scripts/flow DESIGN_CONFIG=/design/flow/config.mk WORK_HOME=/design/flow/orfs finish
### config.mk
export PLATFORM = sky130hd
export DESIGN_NAME = ROM
export DESIGN_NICKNAME = ROM
export VERILOG_FILES = /design/flow/design.v
export SDC_FILE = /design/flow/constraint.sdc
export NUM_CORES = 4
export LEC_CHECK = 1
export CORE_AREA = 10 10 70 70
export DIE_AREA = 0 0 80 80
### constraint.sdc
current_design ROM

set clk_period 1.4
set clk_io_pct 0.2

create_clock -name clk0 -period $clk_period [get_ports {clk}]

set non_clock_inputs [all_inputs -no_clocks]
set_input_delay [expr $clk_period * $clk_io_pct] -clock clk0 $non_clock_inputs
set_output_delay [expr $clk_period * $clk_io_pct] -clock clk0 [all_outputs]
==> results.yml <==
# synthesis and place-and-route metrics
run_status:
  outcome: "finished with violations"
  violations: "negative setup slack"
final_layout:
  clock_buffers: 0
  syn_to_final_growth_pct: 106
  flop_area_um2: 0
  fill_cells: 410
  final_util_pct: 19.6
  fin_area_um2: 668
  drive_gt1_share_pct: 52.5
  flops: 0
yosys:
  synth_area_um2: 324
  yosysWarnings: 2
  ys_chip_area_um2: 324
  syn_inst: 52
  ys_cells: 52
  top_cells_by_area: "buf_4 (39%), nor2_1 (8.1%), buf_6 (6.9%)"
  top_area_share_pct: 39.4
  synth.distinct_cells: 21
  top_cell: "buf_4"
  top_area_cell: "buf_4"
  syn_area_per_cell_um2: 6.23
  top_cells_by_count: "buf_4 (17), nor2_1 (7), nand2b_1 (3), o21ai_0 (3)"
  ys_seq_share_pct: 0
sta:
  fin_ws_ns: -0.0211
  timing.fmax_mhz: 704
  finalCritPeriodShare_pct: 102
  setup-violations-final: 1
  finalHoldViolations: 0
  fin_crit_ns: 1.42
  slew_viol_final: 0
  rsz0062_at_grt: "true"
placement:
  place_area_um2: 617
  routabilityCongestion: 0.767
  io_buffer_count: 30
  dp_hpwl_mm: 1.14
  pre_cts_slack_ns: -0.845
global_route:
  antenna_found_initial: 0
  grt_pass1_vias: 422
  grt_max_degree: 11
  overflow: 0
  grt_pass1_wl_mm: 2.08
  grt_usage_pct: 3.81
  grtUsageMet3_pct: 1.82
  grt.busiest_layer: "met2"
  use_met1_pct: 4.55
  use_met2_pct: 6.42
routing:
  drtIter0Drc: 2
  vias: 405
  via_per_inst: 3.21
  avgRoutedWirePerCell_um: 11.1
  diodes: 0
  wl_mm: 1.39
  remaining_drc_errors: 0
  postRouteAntennaNets: 0
  firstDrtPassIters: 4
job:
  timing.max_cap.violations: 0
  openroad.warnings: 58
floorplanning:
  chip_area_um2: 6400
  rows: 21
  dieHeight_um: 80
  fp-utilization_pct: 9.49
  ios: 65
  core_area_um2: 3420
  fp.dieW_um: 80
setup_path:
  path_class: "primary input to output pin"
  worstSetupEndpointType: "output pin"
  worstPathArrival_ns: 1.14
  crit_fanout: 6
  required_ns: 1.12
  crit_path_start_kind: "primary input"
clocking:
  hold_buffers: 0
min_path:
  hold_path_class: "primary input to output pin"
pwr:
  powerDensity_nw_per_um2: 232
  leakage_nw: 0.385
  peakVddDrop_mv: 0.101
worst max-delay path, stage by stage:
cell and delay, ns:
buf_6 0.12, nor2_4 0.18, nand2_4 0.09, buf_4 0.14, o21ai_1 0.10, dlygate4sd2_1 0.24
metal layers:
metal | vias to the layer above | wire [um]
met2 | 23 | 602
met5 | - | 0
li1 | 197 | -
met3 | 0 | 221
met4 | 0 | 0
met1 | 185 | 570
placed cells by master (no fill, tap or decap), types with 2 or more instances in the layout:
cell type       netlist  layout
clkbuf_2              1       4
dlygate4sd2_1         0      14
nor2_1                7       3
conb_1                2       6
buf_8                 0       2
nor2_2                0       2
nor2_4                0       2
nand2b_1              3       2
o21ai_1               0       2
buf_2                 0       5
dlymetal6s2s_1        0       2
buf_4                17      13
buf_6                 2       3
path summary, 6_finish.rpt:
kind	start	to	slack, ns	cells past startpoint
setup / recovery	address_i[1]	data_o[8]	-0.02	6
hold / removal	address_i[0]	data_o[5]	0.82	3
layout make-up:
class,count,area (um^2),share of cell area [%]
tap,46,57.6,8.61
inverter,3,18.8,2.81
multi-input combinational,33,228,34.1
timing repair buffer,44,364,54.5
kinds of logic after synthesis:
logic type	count (synthesis)	synth area share (%)
mux	1	3.09
simple gates	18	27.8
compound gates	8	15.4
buf+inv	23	51.3
other cells	2	2.32
power by group:
group          switching, mW  internal, mW  total, mW  leakage [nW]
Clock                      0             0          0             0
Combinational         0.0615        0.0936      0.155         0.385
Sequential                 0             0          0             0
what timing repair did:
item	in CTS	in global routing
setup buffers	3	1
pin swaps	5	3
endpoints found under the setup margin	26	12
gates resized	76	21
through the flow:
step / cells / setup TNS [ns] / total power [mW] / hold slack (ns)
finish: 126 / -0.0211 / 0.155 / 0.818
global route: 126 / -0.131 / 0.172 / 0.848
CTS: 125 / -0.588 / 0.153 / 0.843
detailed placement: 122 / -19.96 / 0.150 / 1.65
global placement: 122 / -19.12 / 0.150 / 1.65
floorplan: 56 / 0 / 0.0654 / 0.573
No activity file was given, so power comes from the tool's default toggle rates.
